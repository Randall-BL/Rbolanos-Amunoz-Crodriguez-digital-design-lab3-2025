==> design/flow/design.v <==
module gameOverScreen(
    input logic [9:0] x, y,
    output logic [7:0] r, g, b
); 
logic letter_G, letter_A, letter_M, letter_E, letter_O, letter_V, letter_E2, letter_R;
logic [10:0] letter_width, letter_height;
logic [10:0] G_left, G_right, A_left, A_right, M_left, M_right, E_left, E_right;
logic [10:0] O_left, O_right, V_left, V_right, E2_left, E2_right, R_left, R_right;
logic [10:0] letter_top, letter_bottom;
initial begin
    letter_width = 10'd40;
    letter_height = 10'd80;
    G_left = 10'd100;
    A_left = G_left + letter_width + 10;
    M_left = A_left + letter_width + 10;
    E_left = M_left + letter_width + 10;
    O_left = 10'd100;
    V_left = O_left + letter_width + 10;
    E2_left = V_left + letter_width + 10;
    R_left = E2_left + letter_width + 10;
    letter_top = 10'd100;
    letter_bottom = letter_top + letter_height;
end
always_comb begin
    G_right = G_left + letter_width;
    A_right = A_left + letter_width;
    M_right = M_left + letter_width;
    E_right = E_left + letter_width;
    O_right = O_left + letter_width;
    V_right = V_left + letter_width;
    E2_right = E2_left + letter_width;
    R_right = R_left + letter_width;
end
always_comb begin
    letter_G = ((x >= G_left && x <= G_right) && (y >= letter_top && y <= letter_bottom)) &&
               (
                (y == letter_top) || (y == letter_bottom) ||  
                (x == G_left) || (y == letter_top + 40 && x >= G_left + 20) ||  
                (x == G_right && y >= letter_top + 40)  
               );
    letter_A = ((x >= A_left && x <= A_right) && (y >= letter_top && y <= letter_bottom)) &&
               (
                (y == letter_top) ||  
                (x == A_left || x == A_right) ||  
                (y == letter_top + 40 && x >= A_left + 10 && x <= A_right - 10)  
               );
    letter_M = ((x >= M_left && x <= M_right) && (y >= letter_top && y <= letter_bottom)) &&
               (
                (x == M_left || x == M_right) ||  
                (x == M_left + 20 && y >= letter_top + 20) || (x == M_right - 20 && y >= letter_top + 20)  
               );
    letter_E = ((x >= E_left && x <= E_right) && (y >= letter_top && y <= letter_bottom)) &&
               (
                (y == letter_top) || (y == letter_bottom) || (y == letter_top + 40) ||  
                (x == E_left)  
               );
    letter_O = ((x >= O_left && x <= O_right) && (y >= letter_top + 100 && y <= letter_bottom + 100)) &&
               (
                (y == letter_top + 100 || y == letter_bottom + 100) ||  
                (x == O_left || x == O_right)  
               );
    letter_V = ((x >= V_left && x <= V_right) && (y >= letter_top + 100 && y <= letter_bottom + 100)) &&
               (
                (x == V_left + 10 && y <= letter_bottom + 60) || (x == V_right - 10 && y <= letter_bottom + 60)  
               );
    letter_E2 = ((x >= E2_left && x <= E2_right) && (y >= letter_top + 100 && y <= letter_bottom + 100)) &&
               (
                (y == letter_top + 100) || (y == letter_bottom + 100) || (y == letter_top + 140) ||  
                (x == E2_left)  
               );
    letter_R = ((x >= R_left && x <= R_right) && (y >= letter_top + 100 && y <= letter_bottom + 100)) &&
               (
                (y == letter_top + 100) ||  
                (x == R_left) ||  
                (y == letter_top + 140 && x <= R_right) ||  
                (x == R_right && y >= letter_top + 140)  
               );
end
assign r = (letter_G || letter_A || letter_M || letter_E || letter_O || letter_V || letter_E2 || letter_R) ? 8'hFF : 8'h00;  
assign g = 8'h00;  
assign b = 8'h00;  
endmodule
==> design/flow/run.sh <==
#!/bin/bash
# OpenROAD 26Q1-2900-gdf79404cd8, Yosys 0.63+post, stock flow scripts
make -C /OpenROAD-flow-scripts/flow DESIGN_CONFIG=/design/flow/config.mk WORK_HOME=/design/flow/orfs finish
==> design/flow/config.mk <==
export PLATFORM = sky130hd
export DESIGN_NAME = gameOverScreen
export DESIGN_NICKNAME = gameOverScreen
export VERILOG_FILES = /design/flow/design.v
export SDC_FILE = /design/flow/constraint.sdc
export NUM_CORES = 4
export LEC_CHECK = 1
export CORE_AREA = 10 10 83 83
export DIE_AREA = 0 0 93 93
export SYNTH_HDL_FRONTEND = slang
==> design/flow/constraint.sdc <==
current_design gameOverScreen

set clk_period 4.6
set clk_io_pct 0.2

create_clock -name clk0 -period $clk_period

set non_clock_inputs [all_inputs -no_clocks]
set_input_delay [expr $clk_period * $clk_io_pct] -clock clk0 $non_clock_inputs
set_output_delay [expr $clk_period * $clk_io_pct] -clock clk0 [all_outputs]
==> qor.csv <==
metric,value,unit
worstHoldPathCells,6,
finalCritPeriodShare,0.9717,
grt_pass1_vias,1194,
grt_pass1_wl,5340,um
use_met1,0.08694,
crit_fanout,8,
drc,0,
regArea,0,um2
antenna_found_initial,0,
clockBufferCount,0,
fin_hold_ws,3.152,ns
drtIter0Drc,171,
endpoint_kind,primary output,
intPower,39.41,uW
top_level_ports,44,
ant_nets,0,
cp.arrival,3.55,ns
vdd_drop_max,0.01488,mV
ys_cells,156,
routed_via_density,4.947,
fmax,223.7,MHz
met3_usage,0.008885,
hpwl,2760,um
flop-count,0,
cp.required,3.68,ns
p_comb_frac,1.000,
coreArea,5140,um2
areaGrowthSynthToFinish,22.20,%
yosysWarnings,0,
floorplanUtilization,0.2237,
drive_gt1_frac,0.1751,
syn-cell-area,1150,um2
dp_cells,247,
die_area,8649,um2
placementRows,26,
dpl_worst_slack,0.04060,ns
synth.distinct_cells,55,
final-hold-violation-count,0,
cp-start-kind,primary input,
fin_cells,247,
gp_congestion,0.9888,
leakagePower,0.0004356,uW
setup_viol,0,
place_area,1368,um2
die_x,93,um
top_area_cell,buf_4,
post-route-min-period,4.470,ns
syn_inst,156,
critPathKind,in -> out,
track_usage,0.06959,
p_sw_frac,0.5128,
numPortBuffers,28,
yosysSeqAreaShare,0,
top_cells_by_area,"buf_4 16%, clkbuf_8 7.2%, nor3_1 5.2%",
met2_usage,0.1279,
syn_avg_cell_area,7.371,um2
busiest_layer,met2,
num_antenna_cells,0,
logic_area,903.4,um2
yosys_area,1150,um2
power_density,57.57,nW/um2
routed_wl,3252,um
slew_violations,0,
fillers,590,
cts_setup_buffers,0,
fin_util,0.2734,
drtPass1Iterations,4,
grt_overflow,0,
drv_cap,0,
warnings,32,
setup_slack,0.1304,ns
hold_path.class,in -> out,
status,finished clean,
power.clock.fraction,0,
routedWlPerCell,13.17,um
design_area,1405,um2
synthDominantCellAreaShare,0.1632,
vias,1222,
switchingPower,41.48,uW
power_frac_seq,0,
grt_max_degree,19,
fp.dieH,93,um
[per-stage QoR]
step,power [uW],TNS [ns]
6_report,80.89,0
5_1_grt,89.02,-0.2008
4_1_cts,79.52,0
3_5_place_dp,79.25,0
3_3_place_gp,80.00,0
2_1_floorplan,58.40,0
[cell families after synthesis]
| family | Yosys count | synth area share |
|---|---|---|
| AND-OR/OR-AND | 38 | 0.2644 |
| XOR/XNOR | 1 | 0.007618 |
| buffers and inverters | 41 | 0.2938 |
| other | 1 | 0.003261 |
| AND/OR/NAND/NOR | 75 | 0.4309 |
[Yosys cell counts (all sizes together), types with 2 or more instances]
| cell type | count |
|---|---|
| a2111oi | 2 |
| nand3 | 3 |
| nor3 | 12 |
| or4 | 3 |
| a21oi | 3 |
| o2111ai | 4 |
| nor4 | 5 |
| a21boi | 2 |
| a31oi | 2 |
| nand4 | 7 |
| nor2 | 8 |
| nand2 | 9 |
| o211ai | 3 |
| o31ai | 3 |
| buf | 29 |
| nand4bb | 2 |
| nor2b | 2 |
| inv | 3 |
| clkbuf | 9 |
| nor3b | 6 |
| o21ai | 7 |
| or4b | 3 |
| a211oi | 2 |
| nand2b | 3 |
[path summary, 6_finish.rpt]
path / end / start
worst max-delay path: r[4] / x[1]
worst min-delay path: r[2] / x[2]
[power by group through the flow]
| stage | combinational (uW) | sequential (uW) | clock [uW] |
|---|---|---|---|
| final | 80.9 | 0 | 0 |
| after CTS | 79.5 | 0 | 0 |
| after global routing | 89.0 | 0 | 0 |
[metal layers]
metal | wire (um) | part of all wire
met5 | 0 | 0
met4 | 14 | 0.0043
met3 | 231 | 0.071
met2 | 1665 | 0.51
met1 | 1341 | 0.41
[critical path, stage by stage]
cell	delay (ns)
clkdlybuf4s50_1	0.48
or3b_4	0.43
or4_4	0.53
a221oi_2	0.22
a311oi_1	0.09
o211ai_2	0.19
o2bb2ai_4	0.17
clkdlybuf4s50_1	0.51
[cell usage in the layout, fill, tap and decap left out, types with 2 or more instances in the layout]
cell type        synthesis  layout
a211oi_1                 2       2
inv_1                    3       3
nor3_1                  12      12
or4b_1                   3       3
o2111ai_1                4       4
nand2b_1                 3       3
nand2_1                  9       9
a31oi_1                  2       2
o31ai_1                  3       3
conb_1                   1      16
nand4_1                  7       7
o211ai_1                 2       2
nor3b_1                  5       5
nor2_1                   8       8
nor2b_1                  2       2
nand3_1                  3       3
buf_4                   25      16
or4_4                    1       2
clkdlybuf4s50_1          0      27
nor4_1                   5       4
a21boi_0                 2       2
o21ai_0                  7       7
a21oi_1                  3       3
[final cells by class]
type                            count  area share
Inverter                            3    0.008014
Multi-Input combinational cell    130      0.6429
Timing Repair Buffer               44      0.2867
Tap cell                           70     0.06233
[timing repair]
item	CTS	global route
hold buffers	0	0
hold endpoints to repair	0	0
gates resized	0	5
endpoints found under the setup margin	0	8
Power is estimated from default activity; no workload was simulated.
