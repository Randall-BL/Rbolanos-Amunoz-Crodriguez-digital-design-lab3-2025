File: run.sh
#!/bin/bash
# OpenROAD 26Q1-2900-gdf79404cd8, Yosys 0.63+post, stock flow scripts
make -C /OpenROAD-flow-scripts/flow DESIGN_CONFIG=/design/flow/config.mk WORK_HOME=/design/flow/orfs finish
File: config.mk
export PLATFORM = sky130hd
export DESIGN_NAME = arduino_interface
export DESIGN_NICKNAME = arduino_interface
export VERILOG_FILES = /design/flow/design.v
export SDC_FILE = /design/flow/constraint.sdc
export NUM_CORES = 4
export LEC_CHECK = 1
export CORE_UTILIZATION = 40
export SYNTH_HDL_FRONTEND = slang
File: constraint.sdc
current_design arduino_interface

set clk_period 3.5
set clk_io_pct 0.2

create_clock -name clk0 -period $clk_period [get_ports {clk}]

set non_clock_inputs [all_inputs -no_clocks]
set_input_delay [expr $clk_period * $clk_io_pct] -clock clk0 $non_clock_inputs
set_output_delay [expr $clk_period * $clk_io_pct] -clock clk0 [all_outputs]
File: design.v
module arduino_interface (
    input logic clk,           
    input logic rst_n,         
    input logic rx_data,       
    output logic [2:0] column, 
    output logic move_ready,   
    output logic error         
);
    typedef enum logic [2:0] {
        IDLE = 3'b000,
        START_BIT = 3'b001,
        DATA_BITS = 3'b010,
        STOP_BIT = 3'b011,
        PARITY_CHECK = 3'b100
    } uart_state_t;
    uart_state_t current_state, next_state;
    logic [7:0] rx_shift_reg;
    logic [3:0] bit_counter;
    logic [15:0] baud_counter;
    logic sample_point;
    localparam BAUD_COUNT = 5208;  
    always_ff @(posedge clk or negedge rst_n) begin
        if (!rst_n) begin
            current_state <= IDLE;
            baud_counter <= 0;
            bit_counter <= 0;
            rx_shift_reg <= 8'b0;
            column <= 3'b0;
            move_ready <= 1'b0;
            error <= 1'b0;
        end else begin
            if (baud_counter == BAUD_COUNT-1) begin
                baud_counter <= 0;
                sample_point <= 1'b1;
            end else begin
                baud_counter <= baud_counter + 1;
                sample_point <= 1'b0;
            end
            current_state <= next_state;
            case (current_state)
                IDLE: begin
                    if (!rx_data) begin  
                        next_state <= START_BIT;
                        baud_counter <= BAUD_COUNT/2;  
                    end
                end
                START_BIT: begin
                    if (sample_point) begin
                        if (!rx_data) begin  
                            next_state <= DATA_BITS;
                            bit_counter <= 0;
                        end else begin
                            next_state <= IDLE;  
                            error <= 1'b1;
                        end
                    end
                end
                DATA_BITS: begin
                    if (sample_point) begin
                        rx_shift_reg <= {rx_data, rx_shift_reg[7:1]};
                        if (bit_counter == 7) begin
                            next_state <= STOP_BIT;
                        end else begin
                            bit_counter <= bit_counter + 1;
                        end
                    end
                end
                STOP_BIT: begin
                    if (sample_point) begin
                        if (rx_data) begin  
                            if (rx_shift_reg >= 8'd48 && rx_shift_reg <= 8'd54) begin
                                column <= rx_shift_reg - 8'd48;
                                move_ready <= 1'b1;
                                error <= 1'b0;
                            end else begin
                                error <= 1'b1;
                            end
                        end else begin
                            error <= 1'b1;
                        end
                        next_state <= IDLE;
                    end
                end
            endcase
            if (move_ready) begin
                move_ready <= 1'b0;
            end
        end
    end
endmodule
==> flow_summary.ini <==
; generated from flow reports
[clock_network]
clockBufferDepth = 2
clkSlewWorstSetupHoldPaths_ns = 0.07
cts-resized-gates = 0
insertion_delay_ns = 0.29
tritoncts = built
cts.sinks = 38
cts_made_buffers = 5
post-cts-setup-buffer-count = 0
root_buffer = clkbuf_8
cts_hold_buf = 0
ctsHtreeMaxLevel = 2

[power]
switching_share_pct = 27.9
p_switching_mw = 0.279
ir_worst_vdd_mv = 0.328
power_frac_comb_pct = 13.2
leakage_nw = 0.819
power.density_nw_per_um2 = 515
p_clk_share_pct = 31.2
internal_power_mw = 0.719
p_seq_share_pct = 55.6

[sta]
tns_ns = 0
period_used_pct = 55.7
min_period_ns = 1.95
skew_ns = 0.00290
fin_hold_ws_ns = 0.350
finalHoldViolCount = 0
fmax_mhz = 513
maxSlewViolCount = 0
max-slew-margin-rel_pct = 70.1
setup-violations-final = 0
tightest_slew_ns = 0.448
rsz0062_at_grt = false

[critical_path]
reg2reg_depth = 5
cp_cell_sequence = clkdlybuf4s50_1 -> or3b_4 -> a2111oi_4 -> a21oi_1 -> o2bb2ai_1
startpoint = rx_data
startpoint_type = primary input
r2r_slack_ns = 1.73
crit_required_ns = 3.72
crit_path_end_kind = register
cp_slowest_cell = clkdlybuf4s50_1
r2r_start = baud_counter[0]$_DFF_PN0_
cp.arrival_ns = 2.17
crit_fanout = 4
r2r-end = baud_counter[10]$_DFF_PN0_
crit_type = in2reg
max_stage_delay_ns = 0.47

[synthesis]
synth-seq-area-share_pct = 56.4
top_cell_area_share_pct = 51.2
syn_inst = 151
synth.cell_area_sq_um = 1710
ys.flops = 38
synth_cell_types = 31
synth_area_leader_cell = dfrtp_1
yosys_warnings = 0
synth.avg_cell_area_sq_um = 11.3
yosys-top-cells-area = dfrtp_1 (51%), mux2_2 (7.9%), edfxtp_1 (5.3%)
ys_chip_area_sq_um = 1710
yosysCellCount = 151

[routing]
num_antenna_cells = 0
postRouteAntennaNets = 0
vias_per_cell = 5.34
drt-pass1-iter-count = 4
drcViolationCount = 0
avgRoutedWirePerCell_um = 13.1
vias = 1149
postRouteWirelength_mm = 2.81
drtIter0Drc = 76

[placed_design]
place.gp.congestion = 0.895
portBuffers = 7
numPlacedInstances = 207
place_hpwl_mm = 1.94

[floorplan]
dieHeight_um = 67.4
dieArea_sq_um = 4540
initial_utilization_pct = 42.2
die_w_um = 67.4
core_area_sq_um = 4060
ios = 8
rows = 23

[grt]
grt_start_max_net_pins = 38
grt_pass1_vias = 1118
grt_util_all_layers_pct = 15.5
antenna_found_initial = 0
grt_first_pass_wirelength_mm = 5.14
grt_overflow = 0

[min_path]
hold_depth = 0
worstHoldStart = next_state[0]$_DFFE_PP_
hold-path-endpoint = current_state[0]$_DFF_PN0_
hp-class = reg2reg

[status]
status = finished clean

[cells_and_area]
finalNonFillerCells = 215
largest_reg_flops = 16
drive_gt1_share_pct = 13.9
syn_to_final_growth_pct = 13.2

[job]
maxCapViolations = 0
warning_count = 25
## layout by cell type, fill, tap and decap left out
cell type and count:
or3b_4 1, clkbuf_8 6, nand4b_1 1, xnor2_1 6
a2111oi_4 1, o21ai_0 4, ha_1 2, edfxtp_1 3
and4_1 2, dfrtp_1 35, nand2b_1 2, clkdlybuf4s50_1 7
xor2_1 6, nand3_1 12, buf_4 1, nor4_1 3
a31oi_1 1, a21oi_1 3, o21a_1 2, mux2_2 12
nor4bb_1 1, nand4_1 6, and3_1 3, and3b_1 1
clkinvlp_4 1, o22ai_1 1, o2bb2ai_1 1, clkinv_2 1
nand2_1 12, or3_1 2, inv_1 5, nor3_1 2
nor2_1 17, nor4b_1 1, a22o_1 1
## per-layer routing
metal	vias up	share of wire, %	track usage [%]	routed length [um]
met5	-	0	0	0
met4	0	2.4	3.19	67
met3	8	3.0	2.74	85
met2	14	42	20.6	1170
met1	561	53	27.5	1480
li1	566	-	-	-
## worst max path at each step
stage / slack, ns / cells past startpoint / to
finish: 1.55 / 5 / bit_counter[3]$_DFFE_PN0P_
global route: 1.46 / 4 / next_state[1]$_DFFE_PP_
CTS: 1.56 / 5 / bit_counter[3]$_DFFE_PN0P_
## cells in the mapped netlist, drive strengths merged
| master | number |
|---|---|
| dfrtp | 35 |
| nor2 | 17 |
| mux2 | 12 |
| nand2 | 12 |
| nand3 | 12 |
| nand4 | 6 |
| xnor2 | 6 |
| xor2 | 6 |
| inv | 5 |
| o21ai | 4 |
| a21oi | 3 |
| and3 | 3 |
| edfxtp | 3 |
| nor4 | 3 |
| and4 | 2 |
| buf | 2 |
| ha | 2 |
| nand2b | 2 |
| nor3 | 2 |
| o21a | 2 |
| or3 | 2 |
| a2111oi | 1 |
| a22o | 1 |
| a31oi | 1 |
| and3b | 1 |
| nand4b | 1 |
| nor4b | 1 |
| nor4bb | 1 |
| o22ai | 1 |
| o2bb2ai | 1 |
| or3b | 1 |
## worst max-delay path, delay by kind of cell
family / cells / cell delay [ns]
and+or+nand+nor: 1 / 0.45
buffers and inverters: 1 / 0.47
AOI/OAI and AO/OA: 3 / 0.54
## per-stage QoR
| stage | area, sq um | utilization, % | power, mW | worst slack (ns) |
|---|---|---|---|---|
| finish | 1940 | 47.7 | 0.998 | 1.55 |
| global route | 1940 | 47.7 | 1.07 | 1.46 |
| CTS | 1940 | 47.7 | 1.01 | 1.56 |
| detailed placement | 1840 | 45.4 | 0.694 | 1.27 |
| global placement | 1840 | 45.4 | 0.691 | 1.29 |
| floorplan | 1710 | - | 0.651 | 1.82 |
## power groups by stage
stage | Sequential, mW | Combinational (mW) | Clock (mW)
finish | 0.554 | 0.132 | 0.312
global route | 0.567 | 0.158 | 0.346
CTS | 0.554 | 0.134 | 0.319
## area by class of cell
cell class / instances / area (sq um)
inverter: 5 / 18.8
fill: 359 / 2120
tap: 50 / 62.6
timing repair buffer: 8 / 77.6
clock inverter: 2 / 12.5
multi-input combinational: 106 / 717
sequential: 38 / 966
clock buffer: 6 / 82.6
## cell families after synthesis
kind of cell,count (synthesis),synth area share (%)
muxes,12,7.89
AOI/OAI and AO/OA,14,6.29
buffers and inverters,7,1.68
xor gates and xnor gates,12,6.14
DFF,38,56.4
adders and majority gates,2,1.46
and+or+nand+nor,66,20.1
Power and IR drop assume default switching activity.
